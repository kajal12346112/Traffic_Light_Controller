==> design/flow/design.v <==
`timescale 1ns / 1ps
module Traffic_Light_Controller(
        input clk, rst,
    output reg [2:0] light_M1,
    output reg [2:0] light_S,
    output reg [2:0] light_MT,
    output reg [2:0] light_M2
);
    parameter S1=0, S2=1, S3=2, S4=3, S5=4, S6=5;
    reg [3:0] count;
    reg [2:0] ps;
    parameter sec7=7, sec5=5, sec2=2, sec3=3;
    always @(posedge clk or posedge rst)
     begin
        if (rst)
         begin
            ps <= S1;
            count <= 0;
        end
        else
        begin
 case (ps)
                S1: if (count < sec7)
                 begin
                 ps <= S1;
                 count <= count + 1;
                    end 
                    else 
                    begin
                 ps <= S2;
                count <= 0;
                    end
                S2: if (count < sec2)
                 begin
                 ps <= S2; 
                 count <= count + 1;
                    end
                     else
                      begin
                ps <= S3;
                 count <= 0;
                    end
                S3: if (count < sec5) 
                begin
                 ps <= S3; 
                 count <= count + 1;
                    end 
                    else 
                    begin
                 ps <= S4; 
                 count <= 0;
                    end
                S4: if (count < sec2) 
                begin
                 ps <= S4; 
                count <= count + 1;
                    end 
                    else
                     begin
                ps <= S5;
                 count <= 0;
                    end
                S5: if (count < sec3)
                 begin
                 ps <= S5;
                 count <= count + 1;
                    end 
                    else begin
                ps <= S6; 
                 count <= 0;
                    end
                S6: if (count < sec2)
                 begin
                 ps <= S6;
                 count <= count + 1;
                    end 
                    else
                     begin
                 ps <= S1;
                 count <= 0;
                    end
                default: begin
                    ps <= S1;
                    count <= 0;
                    end
                endcase
               end
               end
    always @(ps) begin
        case (ps)
            S1: begin  
                light_M1 <= 3'b001; 
                light_M2 <= 3'b001;
                light_MT <= 3'b100;
                 light_S  <= 3'b100;
            end
            S2: begin
                light_M1 <= 3'b001;
                 light_M2 <= 3'b010;
                light_MT <= 3'b100; 
                light_S  <= 3'b100;
            end
            S3: begin
                light_M1 <= 3'b001; 
                light_M2 <= 3'b100;
                light_MT <= 3'b001; 
                light_S  <= 3'b100;
            end
            S4: begin
                light_M1 <= 3'b010; 
                light_M2 <= 3'b100;
                light_MT <= 3'b010;
                 light_S  <= 3'b100;
            end
            S5: begin
                light_M1 <= 3'b100; 
                light_M2 <= 3'b100;
                light_MT <= 3'b100;
                 light_S  <= 3'b001;
            end
            S6: begin
                light_M1 <= 3'b100; 
                light_M2 <= 3'b100;
                light_MT <= 3'b100;
                 light_S  <= 3'b010;
            end
            default: begin
                light_M1 <= 3'b000; 
                light_M2 <= 3'b000;
                light_MT <= 3'b000;
                 light_S  <= 3'b000;
            end
        endcase
    end
endmodule
==> design/flow/run.sh <==
#!/bin/bash
# OpenROAD 26Q1-2900-gdf79404cd8, Yosys 0.63+post, stock flow scripts
make -C /OpenROAD-flow-scripts/flow DESIGN_CONFIG=/design/flow/config.mk WORK_HOME=/design/flow/orfs finish
==> design/flow/config.mk <==
export PLATFORM = sky130hd
export DESIGN_NAME = Traffic_Light_Controller
export DESIGN_NICKNAME = Traffic_Light_Controller
export VERILOG_FILES = /design/flow/design.v
export SDC_FILE = /design/flow/constraint.sdc
export NUM_CORES = 4
export LEC_CHECK = 1
export CORE_AREA = 10 10 70 70
export DIE_AREA = 0 0 80 80
==> design/flow/constraint.sdc <==
current_design Traffic_Light_Controller

set clk_period 2.4
set clk_io_pct 0.2

create_clock -name clk0 -period $clk_period [get_ports {clk}]

set non_clock_inputs [all_inputs -no_clocks]
set_input_delay [expr $clk_period * $clk_io_pct] -clock clk0 $non_clock_inputs
set_output_delay [expr $clk_period * $clk_io_pct] -clock clk0 [all_outputs]
==> metrics.yaml <==
die:
  ios: 14
  die_x_um: 80
  die_h_um: 80
  fp_util_pct: 17.8
  chipArea_mm2: 0.00640
  std_cell_rows: 21
  core_mm2: 0.00342
global_routing:
  grt_pass1_vias: 451
  antenna_found_initial: 0
  grt_max_degree: 11
  grt_overflow: 0
  grt_util_all_layers_pct: 4.37
  grt_pass1_wl_um: 2240
timing:
  maxSlewHeadroom_pct: 73.5
  skew_ns: 0.000880
  fin_crit_ns: 2.29
  holdWs_ns: 0.490
  worst_pin_slew_ns: 0.398
  setup_violations: 0
  setup_slack_ns: 0.112
  setup_tns_ns: 0
  fin_crit_sh_pct: 95.3
  rsz0062_at_grt: "false"
  drv_slew: 0
  hold_viol_final: 0
  clock.fmax_ghz: 0.437
logic_synthesis:
  top_cell: "dfrtp_1"
  synth_area_per_cell_um2: 9.36
  ys.flop_type: "dfrtp_1"
  area_leaders: "dfrtp_1, inv_1, dfstp_2"
  netlist_instances: 65
  synth_area_um2: 608
  top_area_share_pct: 37.0
  edf_count: 0
  ys_warn_count: 1
  yosys-stat-area_um2: 608
  synth-seq-cells: 10
  yosysTopAreaCell: "dfrtp_1"
  yosysUniqueCellTypes: 29
  yosys_cells: 65
  synth-async-reset-ratio_pct: 100
  ys_seq_share_pct: 41.4
  ys_top_cells_by_count: "dfrtp_1, inv_1, nand2_1, clkbuf_1"
setup_path:
  cp.buffers_inverters: 1
  worstReg2RegStart: "count[1]$_DFF_PP0_"
  crit_family: "simple AND/OR/NAND/NOR gates"
  crit_arrival_ns: 1.81
  setup.worst_path.class: "flop to primary output"
  cp_slowest_stage_delay_ns: 0.43
  path_max_fanout: 6
  r2r-end: "count[1]$_DFF_PP0_"
  slowest_stage: "dfrtp_1"
  worstRegToRegCells: 4
  startpoint_type: "flop"
  critPathRequiredTime_ns: 1.92
  cp_cell_sequence: "or2_4, or3_2, clkdlybuf4s50_1"
  rrSetupSlack_ns: 1.01
  end_kind: "primary output"
drt:
  firstDrtPassIters: 4
  post_drt_wl_per_cell_um: 10.8
  drt-total-wl_um: 1300
  vias_per_cell: 3.89
  num_antenna_cells: 0
  drtIter0Drc: 35
  remaining_drc_errors: 0
  antenna_left: 0
  vias: 467
flow_run:
  maxCapViolCount: 0
  log.warning_count: 26
clock_tree:
  cts_root_buf: "clkbuf_4"
  cts_max_path_buffers: 2
  cts_sinks: 10
  post-cts-setup-buffers: 0
  cts_tree: "built"
  htreeDepth: 1
  cts_made_buffers: 3
  cts_resized: 0
  cts_hold_buf: 0
  path_clk_slew_ns: 0.06
  clkLatencyLatePin_ns: 0.26
power_and_ir_drop:
  power.total_w: 0.000291
  irDropWorstVdd_v: 0.000226
  leakagePower_nw: 0.310
  power_density_mw_per_mm2: 377
worst_hold_path:
  hold_path_class: "flop to flop"
  hold_end: "count[0]$_DFF_PP0_"
  hold_path_depth: 1
  hold_start: "count[0]$_DFF_PP0_"
placed_design:
  dpl.hpwl_um: 1030
  globalplace.congestion: 0.808
  dp_worst_setup_slack_ns: 0.391
  placed_cells: 116
  numPortBuffers: 13
finish:
  areaGrowthSynthToFinish_pct: 27.0
  drive_above_1_share_pct: 16.2
  instances_no_fill: 120
status:
  status: "completed"
==> area by class of cell <==
cell class	count	area, um2
tap	46	57.6
timing repair buffer	13	130
sequential	10	251
inverter	8	30.0
clock buffer	4	26.3
fill	390	2640
multi-input combinational	39	277
==> metal layers <==
layer	GRT usage, %	vias up	part of all wire (%)
met4	0.352	0	1.1
met1	5.47	219	46
met2	6.50	11	41
li1	-	235	-
met3	2.73	2	12
met5	0	-	0
==> worst max-delay path by stage <==
stage                    from     endpoint  cells past startpoint
finish        ps[4]$_DFF_PP0_  light_M2[2]                      3
global route  ps[4]$_DFF_PP0_  light_M2[2]                      3
CTS           ps[4]$_DFF_PP0_  light_M2[2]                      3
==> sequential cells by signal, summed over array words and instances, names as in the netlist <==
name / count
ps: 6
count: 4
==> placed cells by master, fill, tap and decap left out, types with 2 or more instances in the layout <==
cell | synthesis | routed
clkdlybuf4s50_1 | 0 | 13
dfrtp_1 | 9 | 9
inv_1 | 8 | 8
nand2_1 | 6 | 6
a21oi_1 | 4 | 4
o21ai_0 | 4 | 4
or3_1 | 3 | 3
clkbuf_4 | 0 | 3
nand2b_1 | 2 | 2
a211oi_2 | 2 | 2
ha_1 | 2 | 2
==> where the power goes <==
part	internal [W]	total (W)	leakage, nW	switching, W
clock	0.0000641	0.000118	0.0150	0.0000536
combinational	0.00000151	0.00000494	0.159	0.00000343
sequential	0.000169	0.000169	0.136	0
total	0.000234	0.000291	0.310	0.0000570
==> logic make-up after synthesis <==
logic type	after synthesis	share of synthesized area, %
AND-OR/OR-AND	15	17.3
buffers and inverters	16	13.2
AND/OR/NAND/NOR	20	21.2
flip-flops	10	41.4
XOR/XNOR	2	2.88
adder cells (fa/ha/maj)	2	4.11
==> through the flow <==
step | utilization [%] | area, um2
global placement | 21.8 | 746
global route | 22.6 | 772
floorplan | - | 608
finish | 22.6 | 772
CTS | 22.6 | 772
detailed placement | 21.8 | 746
Power is estimated from default activity; no workload was simulated.
